==> flow/design.v <==
module  obstype2 ( input Reset, frame_clk,collision,rdy,
					input [7:0] key, rand_out,
					input [9:0] ballx, bally, balls,
               output [9:0]  ObsX, ObsY, ObsW, ObsH,
					output gameover, ld_en,score);
    logic [9:0] Obs_X_Pos, Obs_X_Motion, Obs_Y_Pos, Obs_Y_Motion, Obs_Width, Obs_Height;
	logic gg, load,points;
   parameter [9:0] Obs_Y_Center=100;   
	 parameter [9:0] Obs_X_Center=1000;   
    parameter [9:0] Obs_X_Min=0;        
    parameter [9:0] Obs_X_Max=639;      
    parameter [9:0] Obs_Y_Min=0;        
    parameter [9:0] Obs_Y_Max=479;      
	 parameter [9:0] Obs_X_Step=-7;       
	  parameter [9:0] Obs_Y_Step=0;       
    assign Obs_Width = 15;   
	 assign Obs_Height = 75; 
    always_ff @ (posedge Reset or posedge frame_clk )
    begin: Move_Obs
        if (Reset)   
        begin 
            Obs_Y_Motion <= 10'd0;  
				Obs_X_Motion <= 10'd0;  
				Obs_Y_Pos <= Obs_Y_Center;
				Obs_X_Pos <= Obs_X_Center;
				gg = 0;
				load = 1;
				points = 0;
        end
		  else if (!rdy)
		  begin
			   Obs_Y_Motion <= 10'd0;  
				Obs_X_Motion <= 10'd0;  
				Obs_Y_Pos <= Obs_Y_Pos;
				Obs_X_Pos <= Obs_X_Pos;
				gg = 0;
				load = 0;
				points = 0;
		  end
        else 
		   begin 
				if( 
						(Obs_X_Pos - Obs_Width <= ballx + 86 &&
					    Obs_X_Pos - Obs_Width  >= ballx &&
						 Obs_Y_Pos - Obs_Height <= bally + 26 &&
						 Obs_Y_Pos - Obs_Height >= bally) ||
						 (Obs_X_Pos - Obs_Width <= ballx + 19 &&
					    Obs_X_Pos - Obs_Width  >= ballx &&
						 Obs_Y_Pos - Obs_Height <= bally + 22 &&
						 Obs_Y_Pos - Obs_Height >= bally) ||
						 (Obs_X_Pos - Obs_Width <= ballx + 86 &&
					    Obs_X_Pos - Obs_Width  >= ballx &&
						 Obs_Y_Pos + Obs_Height >= bally &&
						 Obs_Y_Pos + Obs_Height <= bally + 26)		||
((ballx >= Obs_X_Pos - Obs_Width + Obs_X_Step) &&
					(ballx <= Obs_X_Pos + Obs_Width + Obs_X_Step) &&
					(bally >= Obs_Y_Pos - Obs_Height) &&
					(bally <= Obs_Y_Pos + Obs_Height)) 
				)
				begin
				Obs_Y_Motion <= 10'd0;  
				Obs_X_Motion <= 10'd0;  
				Obs_Y_Pos <= Obs_Y_Pos;
				Obs_X_Pos <= Obs_X_Pos;
				gg=1;
				points = 0;
				end
				  else if (Obs_X_Pos-Obs_Width/2<=10)
				  begin
						Obs_X_Motion <= Obs_X_Step;
						Obs_Y_Pos <= 2*rand_out + 100;
						Obs_X_Pos <= 680; 
						gg = 0;
						load = 0;  
						points = 0;
				  end
				else 
				begin
			   Obs_X_Motion <= Obs_X_Step;
			   Obs_Y_Pos <= (Obs_Y_Pos + Obs_Y_Motion);   
			   Obs_X_Pos <= (Obs_X_Pos + Obs_X_Motion);
				gg = 0;
				load = 0;
				points = 0;
				end
			end
    end
    assign ObsX = Obs_X_Pos;  
    assign ObsY = Obs_Y_Pos;
    assign ObsW = Obs_Width;
	 assign ObsH = Obs_Height;
    assign gameover = gg;
	 assign ld_en = load;
	 assign score = points;
endmodule
==> flow/run.sh <==
#!/bin/bash
# OpenROAD 26Q1-2900-gdf79404cd8, Yosys 0.63+post, stock flow scripts
make -C /OpenROAD-flow-scripts/flow DESIGN_CONFIG=/design/flow/config.mk WORK_HOME=/design/flow/orfs finish
==> flow/config.mk <==
export PLATFORM = sky130hd
export DESIGN_NAME = obstype2
export DESIGN_NICKNAME = obstype2
export VERILOG_FILES = /design/flow/design.v
export SDC_FILE = /design/flow/constraint.sdc
export NUM_CORES = 4
export LEC_CHECK = 1
export CORE_UTILIZATION = 50
==> flow/constraint.sdc <==
current_design obstype2

set clk_period 7.6
set clk_io_pct 0.2

create_clock -name clk0 -period $clk_period [get_ports {frame_clk}]

set non_clock_inputs [all_inputs -no_clocks]
set_input_delay [expr $clk_period * $clk_io_pct] -clock clk0 $non_clock_inputs
set_output_delay [expr $clk_period * $clk_io_pct] -clock clk0 [all_outputs]
==> run_results.csv <==
group,metric,value,unit
run_status,status,"finished, final reports clean",
floorplan,die_h,102,µm
global_route,first_global_vias,3808,
worst_hold_path,hold-path-cell-count,1,
setup_path,worst_setup_path_end_kind,"flop",
sta,report.final.hold_viol_count,0,
cts,cts_setup_buffers,0,
route,num_vias,4144,
sta,tns,0,ns
power,power_leakage,2.70,nW
sta,setup_ws,2.05,ns
cts,cts_root_buf,"clkbuf_8",
setup_path,worst-path-max-fanout,9,
global_route,grtUsageTotal,0.226,
floorplan,ios,93,
final_layout,synthToLayoutAreaGrowth,11.1,%
synthesis,postSynthSeqShare,0.112,
global_route,antenna_found_initial,0,
place,routabilityCongestion,0.886,
route,drc,0,
global_route,gr-usage-met1,0.376,
sta,skew,0.00351,ns
power,p_per_area,429,nW/µm²
final_layout,final_layout_size_suffix_gt1_frac,0.0541,
setup_path,worstPathArrival,5.70,ns
route,antenna-diode-count,0,
floorplan,die_area,10500,µm²
run,warning_count,59,
setup_path,reg2reg_depth,14,
synthesis,async_flop_share,1.00,
cts,htreeDepth,1,
place,dp_slack,1.76,ns
final_layout,instances_no_fill,780,
route,first_pass_iters,4,
global_route,grt_max_degree,23,
sta,period_needed,5.55,ns
cts,clkLatencyLatePin,0.26,ns
setup_path,reg2reg_slack,2.72,ns
worst_hold_path,min_to,"load",
floorplan,core,9770,µm²
place,io_buffers,51,
synthesis,synthFlopType,"dfrtp_1",
cts,cts_tree,"done",
synthesis,synth_cell_types,60,
cts,clk_pin_slew_worst_paths,0.08,ns
power,power,2.40,mW
synthesis,ys_warn_count,1,
floorplan,initCoreUtil,0.516,
power,ir_drop,0.371,mV
synthesis,ys.flops,22,
synthesis,yosysTopAreaCell,"ha_1",
synthesis,synth_cells,608,
synthesis,ys_area,5040,µm²
place,dp.cells,776,
setup_path,r2r-start,"Obs_X_Pos[4]",
route,vias_per_cell,5.31,
global_route,grtUsageMet3,0.00765,
worst_hold_path,min_path_type,"flop to flop",
place,post-dp-hpwl,9670,µm
setup_path,startpoint,"ballx[2]",
setup_path,critPathRequiredTime,7.75,ns
synthesis,area_leaders,"ha_1 (29%), xnor2_1 (8.2%), dfrtp_1 (6.0%)",
sta,fmax,180,MHz
route,drt-initial-drc-count,124,
sta,worst_slew_pin_slew,0.708,ns
setup_path,start_kind,"primary input",
route,routed_wl,11200,µm
synthesis,edf_count,0,
sta,period_used_share,0.730,
global_route,met2_usage,0.339,
synthesis,synth.avg_cell_area,8.29,µm²
sta,slew_viol_final,0,
setup_path,path_class,"primary input to flop",
synthesis,top_area_frac,0.288,
global_route,overflow,0,
route,ant_nets,0,
synthesis,top_cell,"ha_1",
cts,cts_made_buffers,3,
synthesis,ys_cells,608,
synthesis,ys_top_cells_by_count,"ha_1 (116), inv_1 (53), nand2_1 (47), xnor2_1 (47), a21oi_1 (35)",
floorplan,rows,36,
run,drv_cap,0,
final_layout,nFillCells,905,
final_layout,utilization,0.573,
global_route,top_usage_layer,"met1",
sta,rsz0062_at_grt,"no",
worst_hold_path,min_from,"load",
cts,clockBufferDepth,2,
setup_path,r2r-end,"Obs_Y_Pos[3]",
sta,maxSlewHeadroom,0.524,
cts,postCtsHoldBufs,0,
cts,ctsResizeCount,0,
cts,clock_sinks,22,
synthesis,synth_area,5040,µm²
floorplan,fp.dieW,102,µm
route,post_drt_wl_per_cell,14.4,µm
global_route,grt_pass1_wl,18300,µm
sta,setup-violations-final,0,
-- area by class of cell --
class / count / area (µm²) / area share
multi-input combinational: 516 / 4100 / 0.732
sequential: 22 / 563 / 0.101
timing repair buffer: 52 / 518 / 0.0925
inverter: 53 / 199 / 0.0355
tap: 133 / 166 / 0.0297
clock buffer: 4 / 55.1 / 0.00983
-- routing by layer --
layer,share of wire,wire [µm]
met5,0,0
met2,0.40,4520
met1,0.56,6270
met3,0.033,374
met4,0.0052,58
-- flip-flops by register name, indices dropped and copies added (netlist names) --
signal        flops
Obs_X_Motion      1
Obs_X_Pos        10
Obs_Y_Pos         9
gg                1
load              1
-- through the flow --
stage / cell area [µm²] / hold slack [ns]
2_1_floorplan: 5110 / 0.490
3_3_place_gp: 5550 / 0.510
3_5_place_dp: 5550 / 0.513
4_1_cts: 5600 / 0.529
5_1_grt: 5600 / 0.553
6_report: 5600 / 0.526
-- cells in the final DEF, fill, tap and decap left out, types with 10 or more instances in the layout --
cell type        Yosys  final
nand3_1             18     18
dfrtp_1             12     12
a21o_1              11     11
a21oi_1             35     35
ha_1               116    116
nand2_1             47     47
clkdlybuf4s50_1      0     51
xnor2_1             47     47
inv_1               53     53
xor2_1              28     28
conb_1               2     22
mux2_4              11     11
nand4_1             14     14
o21a_1              10     10
nor3_1              12     12
nor2_1              23     23
dfstp_2             10     10
o21ai_0             21     21
-- kinds of logic (layout without fill, tap and decap cells) --
| group | Yosys count | count (layout) | synth area share |
|---|---|---|---|
| simple gates | 156 | 156 | 0.157 |
| buf+inv | 90 | 109 | 0.0896 |
| flops | 22 | 22 | 0.112 |
| other cells | 2 | 22 | 0.00149 |
| compound gates | 127 | 127 | 0.170 |
| fa+ha+maj | 116 | 116 | 0.288 |
| mux | 19 | 19 | 0.0492 |
| xor+xnor | 76 | 76 | 0.134 |
-- power breakdown --
part,leakage [nW],total (mW),switching (mW),internal (mW)
clock,0.0288,0.0841,0.0380,0.0462
sequential,0.258,0.334,0.143,0.191
combinational,2.42,1.99,1.04,0.947
total,2.70,2.40,1.22,1.18
-- how the worst max path moves through the flow --
stage	end	slack, ns
5_1_grt	Obs_Y_Pos[3]	1.81
4_1_cts	Obs_Y_Pos[3]	2.03
6_report	Obs_Y_Pos[3]	2.05
-- critical path, stage by stage --
cell	delay (ns)
clkdlybuf4s50_1	0.72
inv_1	0.12
ha_1	0.23
o21a_1	0.21
o21ai_0	0.29
nand3_1	0.14
xnor2_1	0.16
ha_1	0.31
a21o_1	0.15
nand2_1	0.06
mux2_2	0.27
a31oi_1	0.18
nor3b_1	0.15
or4_1	0.80
mux2_4	0.39
Power and IR drop assume default switching activity.

**design/flow/design.v**
```verilog
module  obstype1 ( input Reset, frame_clk,collision,rdy,
					input [7:0] key,rand_out,
					input [9:0] ballx, bally, balls,
               output [9:0]  ObsX, ObsY, ObsW, ObsH,
					output gameover, ld_en, score);
    logic [9:0] Obs_X_Pos, Obs_X_Motion, Obs_Y_Pos, Obs_Y_Motion, Obs_Width, Obs_Height;
	logic gg,load,points;
   parameter [9:0] Obs_Y_Center=240;   
	 parameter [9:0] Obs_X_Center=820;   
    parameter [9:0] Obs_X_Min=0;        
    parameter [9:0] Obs_X_Max=639;      
    parameter [9:0] Obs_Y_Min=0;        
    parameter [9:0] Obs_Y_Max=479;      
	 parameter [9:0] Obs_X_Step=-7;       
	  parameter [9:0] Obs_Y_Step=0;       
    assign Obs_Width = 15;   
	 assign Obs_Height = 75; 
    always_ff @ (posedge Reset or posedge frame_clk )
    begin: Move_Obs
        if (Reset)   
        begin 
            Obs_Y_Motion <= 10'd0;  
				Obs_X_Motion <= 10'd0;  
				Obs_Y_Pos <= Obs_Y_Center;
				Obs_X_Pos <= Obs_X_Center;
				gg = 0;
				load = 1;
				points = 0;
        end
		  else if (!rdy)
		  begin
			   Obs_Y_Motion <= 10'd0;  
				Obs_X_Motion <= 10'd0;  
				Obs_Y_Pos <= Obs_Y_Pos;
				Obs_X_Pos <= Obs_X_Pos;
				gg = 0;
				load = 0;
				points = 0;
		  end
        else
		   begin 
				if( 
						(Obs_X_Pos - Obs_Width <= ballx + 86 &&
					    Obs_X_Pos - Obs_Width  >= ballx &&
						 Obs_Y_Pos - Obs_Height <= bally + 26 &&
						 Obs_Y_Pos - Obs_Height >= bally) ||
						 (Obs_X_Pos - Obs_Width <= ballx + 86 &&
					    Obs_X_Pos - Obs_Width  >= ballx &&
						 Obs_Y_Pos + Obs_Height >= bally &&
						 Obs_Y_Pos + Obs_Height <= bally + 26) ||
					((ballx >= Obs_X_Pos - Obs_Width + Obs_X_Step) &&
					(ballx <= Obs_X_Pos + Obs_Width + Obs_X_Step) &&
					(bally >= Obs_Y_Pos - Obs_Height) &&
					(bally <= Obs_Y_Pos + Obs_Height)) 
				)
				begin
				Obs_Y_Motion <= 10'd0;  
				Obs_X_Motion <= 10'd0;  
				Obs_Y_Pos <= Obs_Y_Pos;
				Obs_X_Pos <= Obs_X_Pos;
				gg=1;
				points = 0;
				end
				  else if (Obs_X_Pos-Obs_Width/2<=10)
				  begin
						Obs_X_Motion <= Obs_X_Step;
						Obs_Y_Pos <= 2*rand_out+100;
						Obs_X_Pos <= 680;  
						gg = 0;
						load = 0;
						points = 0;
				  end
				else 
				begin
			   Obs_X_Motion <= Obs_X_Step;
			   Obs_Y_Pos <= (Obs_Y_Pos + Obs_Y_Motion);   
			   Obs_X_Pos <= (Obs_X_Pos + Obs_X_Motion);
				gg = 0;
				load = 0;
				points = 0;
				end
			end
    end
    assign ObsX = Obs_X_Pos;  
    assign ObsY = Obs_Y_Pos;
    assign ObsW = Obs_Width;
	 assign ObsH = Obs_Height;
    assign gameover = gg;
	 assign ld_en = load;
	 assign score = points;
endmodule
```
**design/flow/run.sh**
```bash
#!/bin/bash
# OpenROAD 26Q1-2900-gdf79404cd8, Yosys 0.63+post, stock flow scripts
make -C /OpenROAD-flow-scripts/flow DESIGN_CONFIG=/design/flow/config.mk WORK_HOME=/design/flow/orfs finish
```
**design/flow/config.mk**
```make
export PLATFORM = sky130hd
export DESIGN_NAME = obstype1
export DESIGN_NICKNAME = obstype1
export VERILOG_FILES = /design/flow/design.v
export SDC_FILE = /design/flow/constraint.sdc
export NUM_CORES = 4
export LEC_CHECK = 1
export CORE_UTILIZATION = 50
```
**design/flow/constraint.sdc**
```tcl
current_design obstype1

set clk_period 5.8
set clk_io_pct 0.2

create_clock -name clk0 -period $clk_period [get_ports {frame_clk}]

set non_clock_inputs [all_inputs -no_clocks]
set_input_delay [expr $clk_period * $clk_io_pct] -clock clk0 $non_clock_inputs
set_output_delay [expr $clk_period * $clk_io_pct] -clock clk0 [all_outputs]
```
==> reports/qor.yml <==
netlist_area_before_placement_mm2: 0.00433
floorplan.rows: 33
postCtsHoldBufs: 0
slowest_cell_delay_on_critical_path_ps: 540
syn_area_per_cell_um2: 8.38
start_kind: "primary input"
synth.yosys.num_cells: 517
synth.ff_latch_count: 22
grt_usage: 0.231
adder_share: 0.277
area.combinational_mm2: 0.00341
post_synth_main_logic_family: "adder cells"
aoi_share: 0.171
remaining_drc_errors: 0
ir_drop_v: 0.000358
area.sequential_um2: 563
grt_pass1_wl_mm: 16.2
clock_path_buffers: 2
final_layout_size_suffix_gt1_frac: 0.0730
leakagePower_uw: 0.00227
period_used_share: 0.830
synth-seq-area-share: 0.130
crit_path_max_fanout: 9
insertion_delay_ps: 250
grt_max_degree: 23
port-buffer-count: 51
place.gp.congestion: 0.885
cp_data_required_time_ps: 5940
mostFrequentLayoutCells: "96 x sky130_fd_sc_hd__ha_1, 52 x sky130_fd_sc_hd__inv_1, 51 x sky130_fd_sc_hd__clkdlybuf4s50_1, 41 x sky130_fd_sc_hd__xnor2_1, 34 x sky130_fd_sc_hd__nand2_1"
maxSlewHeadroom: 0.414
die_area_mm2: 0.00904
setup-tns-final_ps: 0
skew_ps: 1.77
asyncSetResetFlopFracSynth: 1.00
post_cts_buffers: 0
synth_xor_xnor_area_share: 0.123
finalNonFillerCells: 667
cts.repair.resized: 0
worst-setup-path-type: "primary input to flip-flop"
mux_contribution_to_synthesized_area: 0.0453
clockRootBuffer: "sky130_fd_sc_hd__clkbuf_8"
drt_pass1_iterations: 6
unique_cell_types: 61
die.size.x_um: 95.1
htree_levels: 1
path_common_cell: "sky130_fd_sc_hd__ha_1"
outcome: "completed"
tritoncts_clock_tree: "done"
worstSetupEndpointType: "flip-flop"
cts-buffers-inserted: 3
core-area_mm2: 0.00830
layout.cells.most_common: "sky130_fd_sc_hd__ha_1"
num_io_pins: 93
total_length_of_routed_wires_mm: 9.78
n_antenna_cell: 0
max_slew.worst_pin.slew_ps: 856
fmax_ghz: 0.208
drtAntennaViolNets: 0
vias: 3658
hold_viol: 0
reg2reg_setup_slack_ps: 1300
placed_cells_incl_taps: 664
synthSimpleGateAreaFrac: 0.151
final.hold.worst_slack_ps: 499
edf_count: 0
stage_log_warnings: 57
yosysWarningCount: 1
via_count_of_the_first_global_routing_pass: 3425
ys_area_mm2: 0.00433
initial_utilization: 0.522
clock_transition_time_at_the_flip_flop_clock_pins_of_the_worst_setup_and_hold_paths_ps: 70
synthCells: 517
setup_viol_count_final: 0
grt_overflow_total: 0
crit_path_cell_trace: "clkdlybuf4s50_1 -> ha_1 -> nor3_1 -> nand2b_1 -> xor2_1 -> ha_1 -> nand2_1 -> o21ai_0 -> and2b_1 -> o32ai_1 -> o31ai_2 -> a2111oi_4 -> buf_4 -> mux2_2"
drv_slew: 0
clock_sink_count: 22
hpwl_mm: 8.20
arrival_ps: 4960
routedWlPerCell_um: 14.7
fin_crit_ps: 4820
synth_to_layout_area_growth_pct: 12.8
rsz0062_at_grt: "no"
filler_cell_count: 770
die.size.y_um: 95.1
cpMaxStageDelayCell: "sky130_fd_sc_hd__clkdlybuf4s50_1"
power-per-cell-area_mw_per_mm2: 620
route.detailed.vias_per_inst: 5.48
drt_first_iter_violations: 104
timing.max_cap.violations: 0
antenna_found_initial: 0
dominantRegCellSynth: "sky130_fd_sc_hd__dfrtp_1"
hp-class: "flip-flop to flip-flop"
-- state kept, by name (all words and copies together), names as in the netlist --
signal and cells:
Obs_X_Motion 1, gg 1, Obs_Y_Pos 9, Obs_X_Pos 10
load 1
-- report_power, final --
| group | switching (uW) | internal [uW] | leakage, uW |
|---|---|---|---|
| Clock | 44.4 | 46.2 | 0.0000216 |
| Combinational | 1260 | 1210 | 0.00200 |
| Sequential | 220 | 258 | 0.000250 |
-- path summary, 6_finish.rpt --
check                             startpoint            to  cells after the start
worst max-delay path                bally[1]  Obs_Y_Pos[8]                     14
worst min-delay path                    load          load                      1
worst max register to register  Obs_Y_Pos[2]  Obs_Y_Pos[8]                     15
worst min register to register          load          load                      1
max in group asynchronous              Reset  Obs_Y_Pos[7]                      3
min in group asynchronous              Reset            gg                      3
-- cell usage after synthesis, types with 5 or more instances --
cell type | instances | area (um2)
sky130_fd_sc_hd__o21a_1 | 8 | 60.1
sky130_fd_sc_hd__a211oi_1 | 5 | 37.5
sky130_fd_sc_hd__mux2_2 | 9 | 101
sky130_fd_sc_hd__nand4_1 | 10 | 62.6
sky130_fd_sc_hd__dfrtp_1 | 12 | 300
sky130_fd_sc_hd__inv_1 | 52 | 195
sky130_fd_sc_hd__nand2_1 | 34 | 128
sky130_fd_sc_hd__nor2_1 | 25 | 93.8
sky130_fd_sc_hd__o21ai_0 | 15 | 75.1
sky130_fd_sc_hd__a21oi_1 | 27 | 135
sky130_fd_sc_hd__nor3_1 | 11 | 55.1
sky130_fd_sc_hd__xor2_1 | 20 | 175
sky130_fd_sc_hd__dfstp_2 | 10 | 263
sky130_fd_sc_hd__nand2b_1 | 6 | 37.5
sky130_fd_sc_hd__mux2i_1 | 5 | 50.1
sky130_fd_sc_hd__nand3_1 | 16 | 80.1
sky130_fd_sc_hd__xnor2_1 | 41 | 359
sky130_fd_sc_hd__ha_1 | 96 | 1200
sky130_fd_sc_hd__a31oi_1 | 6 | 37.5
sky130_fd_sc_hd__buf_4 | 23 | 173
sky130_fd_sc_hd__clkbuf_1 | 5 | 18.8
sky130_fd_sc_hd__a21o_1 | 5 | 37.5
sky130_fd_sc_hd__and3_1 | 5 | 31.3
-- layout make-up --
class	count	share of cell area
Multi-Input combinational cell	429	0.697
Sequential cell	22	0.115
Timing Repair Buffer	56	0.112
Clock buffer	3	0.00845
Inverter	52	0.0399
Tap cell	105	0.0269
-- per-stage QoR --
step / util / total power, uW / cell area, um2 / worst slack, ps
final: 0.589 / 3030 / 4890 / 984
after global routing: 0.589 / 3430 / 4890 / 675
after CTS: 0.589 / 3050 / 4890 / 918
after detailed placement: 0.584 / 2940 / 4850 / 654
after global placement: 0.584 / 2900 / 4850 / 705
after floorplan: - / 2330 / 4410 / 1570
-- worst max-delay path, delay by kind of cell --
kind	cells	cell delay [ps]
buffers and inverters	2	770
AOI/OAI and AO/OA	4	1130
muxes	1	350
and+or+nand+nor	4	830
xor gates and xnor gates	1	230
adders and majority gates	2	470
-- per-layer routing --
metal  vias to the layer above  routed length (um)  global-route usage  part of all wire
li1                       1896                   -                   -                 -
met1                      1689                4520               0.318              0.46
met2                        65                4910               0.412              0.50
met3                         8                 255              0.0146             0.026
met4                         0                  95              0.0290            0.0097
met5                         -                   0                   0                 0
-- logic make-up after synthesis --
kind of cell               Yosys count
buffers and inverters               86
AOI/OAI and AO/OA                  105
and+or+nand+nor                    128
other                                2
xor gates and xnor gates            61
muxes                               17
DFF                                 22
adders and majority gates           96
Power figures rest on the tool's default switching activity, not on a simulated workload.

==> run.sh <==
#!/bin/bash
# OpenROAD 26Q1-2900-gdf79404cd8, Yosys 0.63+post, stock flow scripts
make -C /OpenROAD-flow-scripts/flow DESIGN_CONFIG=/design/flow/config.mk WORK_HOME=/design/flow/orfs finish
==> config.mk <==
export PLATFORM = sky130hd
export DESIGN_NAME = obstacle
export DESIGN_NICKNAME = obstacle
export VERILOG_FILES = /design/flow/design.v
export SDC_FILE = /design/flow/constraint.sdc
export NUM_CORES = 4
export LEC_CHECK = 1
export CORE_UTILIZATION = 30
==> constraint.sdc <==
current_design obstacle

set clk_period 8.5
set clk_io_pct 0.2

create_clock -name clk0 -period $clk_period [get_ports {frame_clk}]

set non_clock_inputs [all_inputs -no_clocks]
set_input_delay [expr $clk_period * $clk_io_pct] -clock clk0 $non_clock_inputs
set_output_delay [expr $clk_period * $clk_io_pct] -clock clk0 [all_outputs]
==> design.v <==
module  obstacle ( input Reset, frame_clk,collision,rdy,
					input [7:0] key,rand_out,
					input [9:0] ballx, bally, balls,
               output [9:0]  ObsX, ObsY, ObsW, ObsH,
					output [9:0] ObsX_bottom, ObsY_bottom, ObsW_bottom, ObsH_bottom,
					output gameover,score);
    logic [9:0] Obs_X_Pos, Obs_X_Motion, Obs_Y_Pos, Obs_Y_Motion, Obs_Width, Obs_Height;
	 logic [9:0] Obs_X_Bot_Pos, Obs_Y_Bot_Pos, Obs_Bot_Width, Obs_Bot_Height;
    logic [9:0] Pipe_Gap, gap;
	 logic gg,points;
   parameter [9:0] Obs_Y_Center=100;   
	 parameter [9:0] Obs_X_Center=640;   
    parameter [9:0] Obs_X_Min=0;        
    parameter [9:0] Obs_X_Max=639;      
    parameter [9:0] Obs_Y_Min=0;        
    parameter [9:0] Obs_Y_Max=479;      
	 parameter [9:0] Obs_X_Step=-7;       
	  parameter [9:0] Obs_Y_Step=0;       
    assign Obs_Width = 15;   
	 assign Obs_Height = 60; 
	assign Obs_Bot_Width= 15;
	assign Obs_Bot_Height= 60;
	assign Pipe_Gap= 280 ;
    always_ff @ (posedge Reset or posedge frame_clk )
    begin: Move_Obs
        if (Reset)   
        begin 
            Obs_Y_Motion <= 10'd0;  
				Obs_X_Motion <= 10'd0;  
				Obs_Y_Pos <= Obs_Y_Center;
				Obs_X_Pos <= Obs_X_Center;
			Obs_X_Bot_Pos <= Obs_X_Center;
			Obs_Y_Bot_Pos <= Obs_Y_Center + Pipe_Gap;
			gg = 0;
			points = 0;
			gap = 0;
        end
		  else if (!rdy)
		  begin
			   Obs_Y_Motion <= 10'd0;  
				Obs_X_Motion <= 10'd0;  
				Obs_Y_Pos <= Obs_Y_Pos;
				Obs_X_Pos <= Obs_X_Pos;
				Obs_X_Bot_Pos <= Obs_X_Pos;
				Obs_Y_Bot_Pos <= Obs_Y_Pos + Pipe_Gap;
				gg = 0;
				points = 0;
				gap = 0;
		  end
        else
			begin 
					if (Obs_X_Pos-Obs_Width/2 == 10)
					begin
						gg= 0;
						points = 1;
					end
					else
						points=0;
						gg=0;
					if( (Obs_X_Pos - Obs_Width <= ballx + 86 &&
					    Obs_X_Pos - Obs_Width  >= ballx &&
						 Obs_Y_Pos - Obs_Height <= bally + 26 &&
						 Obs_Y_Pos - Obs_Height >= bally) ||
						 (Obs_X_Pos - Obs_Width <= ballx + 86 &&
					    Obs_X_Pos - Obs_Width  >= ballx &&
						 Obs_Y_Pos + Obs_Height >= bally &&
						 Obs_Y_Pos + Obs_Height <= bally + 26) ||
						 ((ballx >= Obs_X_Pos - Obs_Width + Obs_X_Step) &&
					(ballx <= Obs_X_Pos + Obs_Width + Obs_X_Step) &&
					(bally >= Obs_Y_Pos - Obs_Height) &&
					(bally <= Obs_Y_Pos + Obs_Height))  ||
					((Obs_X_Bot_Pos - Obs_Width <= ballx + 86 &&
					    Obs_X_Bot_Pos - Obs_Width  >= ballx &&
						 Obs_Y_Bot_Pos - Obs_Height <= bally + 26 &&
						 Obs_Y_Bot_Pos - Obs_Height >= bally) ||
						 (Obs_X_Bot_Pos - Obs_Width <= ballx + 86 &&
					    Obs_X_Bot_Pos - Obs_Width  >= ballx &&
						 Obs_Y_Bot_Pos + Obs_Height >= bally &&
						 Obs_Y_Bot_Pos + Obs_Height <= bally + 26))	||
						((ballx >= Obs_X_Bot_Pos - Obs_Width + Obs_X_Step) &&
					(ballx <= Obs_X_Bot_Pos + Obs_Width + Obs_X_Step) &&
					(bally >= Obs_Y_Bot_Pos - Obs_Height) &&
					(bally <= Obs_Y_Bot_Pos + Obs_Height)) 
					)
					begin
					Obs_Y_Motion <= 10'd0;  
					Obs_X_Motion <= 10'd0;  
					Obs_Y_Pos <= Obs_Y_Pos;
					Obs_X_Pos <= Obs_X_Pos;
					Obs_X_Bot_Pos <= Obs_X_Pos;
					Obs_Y_Bot_Pos <= Obs_Y_Bot_Pos + rand_out;
					gg = 1;
					end
				  else if (Obs_X_Pos-Obs_Width/2 <= 10)
				  begin
						Obs_X_Motion <= Obs_X_Step;
						Obs_Y_Pos <= rand_out + 100;
						Obs_X_Pos <= 680; 
						Obs_X_Bot_Pos <= 680; 
						Obs_Y_Bot_Pos <= Obs_Y_Pos + rand_out;
						gg = 0;
				  end
				else 
				begin
			   Obs_X_Motion <= Obs_X_Step;
			   Obs_Y_Pos <= (Obs_Y_Pos + Obs_Y_Motion);   
			   Obs_X_Pos <= (Obs_X_Pos + Obs_X_Motion);
				Obs_X_Bot_Pos <= (Obs_X_Bot_Pos + Obs_X_Motion);
				Obs_Y_Bot_Pos <= (Obs_Y_Bot_Pos);					 
				gg = 0;
				end
		end
    end
    assign ObsX = Obs_X_Pos;  
    assign ObsY = Obs_Y_Pos;
    assign ObsW = Obs_Width;
	 assign ObsH = Obs_Height;
	assign ObsX_bottom = Obs_X_Bot_Pos;
	assign ObsY_bottom = Obs_Y_Bot_Pos;
	assign ObsW_bottom = Obs_Bot_Width;
	assign ObsH_bottom = Obs_Bot_Height;
    assign gameover = gg;
	 assign score = points;
endmodule
==> Changelog: implementation <==
### Implementation results

- Largest net degree at the start of global routing: 43
- CP dominant cell by count: ha_1
- Clock Skews: slightly below 0.002 ns
- CTS root buf: clkbuf_16
- Ys flops: around 42
- Syn Std Cell Area: 0.00826 mm²
- Detail Route Antenna Nets: 0
- CP max FO: 21
- Via density: 5.07
- Via count: 7093
- Leak: 4.32 nW
- Number of enable flip-flop cells: 0
- GRT Overall Usage: roughly 16%
- Ys async rst share: 100%
- Final Util: 34.6%
- CTS tree: built
- # hold bufs at CTS: 0
- Setup crit start kind: primary input
- Vias in the first global route: 6721
- Synth Area per Inst: 8.24 µm²
- Routed wire length: 22500 µm
- Final Max Slew Viols: 0
- Clock H-tree levels: 2
- Gate Count Post-Synth: 1003
- Hold crit path type: flop to flop
- RSZ-0062 raised after global routing: no
- Commonest register cell after synthesis: dfrtp_1
- YS warnings: 1
- CP required: 8.72 ns
- # Cells Yosys: 1003
- Remaining global-route overflow: 0
- Number of CTS-inserted buffers: 5
- Setup CP Type: primary input to flop
- Gpl congestion: 0.920
- Hold Violations, Final: 0
- Max-slew headroom: 53.9%
- CP max-delay cell: clkdlybuf4s50_1
- First-pass GRT wire length: between 30000 and 40000 µm
- Post-CTS Resized: 0
- WHS: 0.574 ns
- DP Wirelength: 18300 µm
- Status: finished clean
- Die Y-Extent: approximately 170 µm
- Number of logged tool warnings: 64
- Sequential element share of the synthesized area: roughly an eighth
- Share of cells above drive strength 1: 4.53%
- DRC: 0
- Worst-Skew Late Latency: around 0.29 ns
- CTS Sinks: between 40 and 50
- Antenna diode count: 0
- Antenna violations before repair: 0
- Maxcap violations: 0
- FMAX: 137 MHz
- Initial DRC Count: 294
- Initial Utilization: a little under a third
- Max stage delay on crit path: approximately 0.64 ns
- Buffers on Ports: just over 70
- Die width: 168 µm
- Setup Viol. Count Final: 0
- Maximum vdd drop: 0.159 mV
- Yosys cell types: 72
- Core area: 0.0270 mm²
- Drt wl/cell: 16.0 µm
- FP Rows: 60
- Die Size: 0.0282 mm²
- Yosys stat area: between 0.008 and 0.009 mm²
- Crit end category: flop
- Area Overhead vs Synth: 12.9%
- Final Cell Area: 0.00933 mm²
- Drt pass-1 iters: 5
- Setup TNS Final: 0 ns
- Final worst path period share: a little under nine tenths
- Minimum clock period: 7.31 ns
- I/O pins: around 130
- # Post-CTS Setup Buffers: 0
- PD cells: 396 mW/mm²
- Post-DP Area: approximately 0.009 mm²
- Slew @ Worst Pin: 0.689 ns
- Worst-path clk slew: roughly 0.060 ns
- Clk buf depth: 2
- Arrival time worst endpoint: between 7 and 8 ns
-- final cells by class --
type / count / area (µm²)
fill: 2712 / 17600
clock buffer: 6 / 129
tap: 341 / 427
clock inverter: 2 / 37.5
inverter: 92 / 350
sequential: 42 / 1070
timing repair buffer: 76 / 748
multi-input combinational: 841 / 6570
-- synthesized netlist by cell type, types with 4 or more instances --
| cell | n | area, µm² |
|---|---|---|
| or3_1 | 9 | 56.3 |
| and3_1 | 9 | 56.3 |
| a221oi_1 | 4 | 35.0 |
| mux2_2 | 4 | 45.0 |
| o21ai_0 | 51 | 255 |
| dfrtp_1 | 29 | 726 |
| nor2b_1 | 10 | 62.6 |
| a211oi_1 | 6 | 45.0 |
| clkbuf_1 | 21 | 78.8 |
| nand3_1 | 37 | 185 |
| dfstp_2 | 13 | 342 |
| a31oi_1 | 8 | 50.1 |
| buf_4 | 41 | 308 |
| a21o_1 | 23 | 173 |
| nand2b_1 | 6 | 37.5 |
| nor4_1 | 5 | 31.3 |
| nand3b_1 | 5 | 37.5 |
| mux2_4 | 7 | 105 |
| nand4_1 | 15 | 93.8 |
| xnor2_1 | 72 | 631 |
| inv_1 | 91 | 342 |
| o21a_1 | 10 | 75.1 |
| a21boi_0 | 4 | 30.0 |
| o211ai_1 | 7 | 52.6 |
| nand2_1 | 62 | 233 |
| a22o_1 | 6 | 52.6 |
| nor3_1 | 17 | 85.1 |
| ha_1 | 189 | 2360 |
| xor2_1 | 36 | 315 |
| a21oi_1 | 77 | 385 |
| o21bai_1 | 12 | 90.1 |
| mux2i_1 | 7 | 70.1 |
| nor3b_1 | 9 | 67.6 |
| nor2_1 | 35 | 131 |
-- cell usage in the layout (no fill, tap or decap), types with 6 or more instances in the layout --
| master | Yosys | layout |
|---|---|---|
| o21ai_0 | 51 | 51 |
| a21o_1 | 23 | 23 |
| nand4_1 | 15 | 15 |
| xnor2_1 | 72 | 72 |
| dfrtp_1 | 29 | 29 |
| a21oi_1 | 77 | 77 |
| nand2b_1 | 6 | 6 |
| dfstp_2 | 13 | 13 |
| a211oi_1 | 6 | 6 |
| xor2_1 | 36 | 36 |
| nor2_1 | 35 | 35 |
| mux2i_1 | 7 | 7 |
| o21a_1 | 10 | 10 |
| o21bai_1 | 12 | 12 |
| nand2_1 | 62 | 62 |
| clkdlybuf4s50_1 | 0 | 71 |
| and3_1 | 9 | 9 |
| or3_1 | 9 | 9 |
| a31oi_1 | 8 | 8 |
| nor3_1 | 17 | 17 |
| nor3b_1 | 9 | 9 |
| nand3_1 | 37 | 37 |
| a22o_1 | 6 | 6 |
| inv_1 | 91 | 90 |
| mux2_4 | 7 | 7 |
| nor2b_1 | 10 | 10 |
| ha_1 | 189 | 189 |
| o211ai_1 | 7 | 7 |
| conb_1 | 2 | 41 |
-- metal layers --
| layer | share of wire (%) | track usage (%) | routed length, µm | vias to the layer above |
|---|---|---|---|---|
| met4 | 2.4 | 3.27 | 540 | 0 |
| li1 | - | - | - | 3637 |
| met2 | 45 | 26.3 | 10000 | 151 |
| met5 | 0 | 0 | 0 | - |
| met3 | 3.9 | 1.53 | 874 | 28 |
| met1 | 49 | 23.9 | 11000 | 3277 |
-- registers in the layout, summed over array words and instances (netlist names) --
register       count
Obs_X_Bot_Pos     10
Obs_X_Motion       1
Obs_X_Pos         10
Obs_Y_Bot_Pos     10
Obs_Y_Pos          9
gg                 1
points             1
-- final timing paths --
| check | slack, ns | depth (start not counted) | end | from |
|---|---|---|---|---|
| max | 1.19 | 25 | Obs_Y_Bot_Pos[8] | bally[1] |
| min | 0.57 | 2 | Obs_X_Pos[9] | Obs_X_Pos[9] |
| max reg2reg | 2.34 | 25 | Obs_Y_Bot_Pos[8] | Obs_X_Pos[4] |
| min reg2reg | 0.57 | 2 | Obs_X_Pos[9] | Obs_X_Pos[9] |
| max in group asynchronous | 6.23 | 3 | Obs_Y_Pos[8] | Reset |
| min in group asynchronous | 1.88 | 3 | Obs_X_Pos[8] | Reset |
-- through the flow --
step	worst slack (ns)	total power, mW	cells
floorplan	1.87	2.70	1042
global placement	0.942	3.43	1392
detailed placement	0.871	3.47	1392
CTS	1.16	3.72	1400
global route	0.564	4.16	1400
finish	1.19	3.70	1400
-- power by group --
group | total (mW) | switching (mW) | internal (mW) | leakage, nW
clock | 0.222 | 0.0833 | 0.139 | 0.0771
combinational | 2.94 | 1.57 | 1.36 | 3.75
sequential | 0.538 | 0.231 | 0.307 | 0.496
total | 3.70 | 1.89 | 1.81 | 4.32
-- critical path: cells and delay by family --
family / cells / cell delay (ns)
AOI/OAI and AO/OA: 12 / 2.48
xor gates and xnor gates: 1 / 0.44
adders and majority gates: 3 / 0.98
buffers and inverters: 2 / 0.90
and+or+nand+nor: 7 / 1.00
-- cells by family after synthesis --
kind of cell	synth area share, %
AND-OR/OR-AND	19.3
XOR/XNOR	11.9
adder cells (fa/ha/maj)	28.9
buffers and inverters	9.37
flip-flops	12.9
multiplexers	2.67
other	0.0909
AND/OR/NAND/NOR	14.9
Power and IR drop assume default switching activity.
